[flow/run.sh]
#!/bin/bash
# OpenROAD 26Q1-2900-gdf79404cd8, Yosys 0.63+post, stock flow scripts
make -C /OpenROAD-flow-scripts/flow DESIGN_CONFIG=/design/flow/config.mk WORK_HOME=/design/flow/orfs finish
[flow/config.mk]
export PLATFORM = sky130hd
export DESIGN_NAME = div
export DESIGN_NICKNAME = div
export VERILOG_FILES = /design/flow/design.v
export SDC_FILE = /design/flow/constraint.sdc
export NUM_CORES = 4
export LEC_CHECK = 1
export CORE_UTILIZATION = 30
[flow/constraint.sdc]
current_design div

set clk_period 10.8
set clk_io_pct 0.2

create_clock -name clk0 -period $clk_period [get_ports {clk}]

set non_clock_inputs [all_inputs -no_clocks]
set_input_delay [expr $clk_period * $clk_io_pct] -clock clk0 $non_clock_inputs
set_output_delay [expr $clk_period * $clk_io_pct] -clock clk0 [all_outputs]
[flow/design.v]
module div(
	input wire clk,
	input wire rst,
	input wire signed_i,
	input wire [31:0] dividend_i,
	input wire [31:0] divider_i,
	input wire concell_i,
	input wire start_i,
	output reg [63:0] result_o,
	output reg success_o
);
	wire [32:0] div_temp;
	reg [31:0] divider;
	reg [64:0] dividend;
	reg [5:0] cnt;
	reg [1:0] state, nstate;
	reg [31:0] temp_dividend;
	reg [31:0] temp_divider;
	assign div_temp = {1'b0, dividend[63:32]} - {1'b0, divider};
	parameter DIV_FREE = 2'b00,
			  DIV_ZERO = 2'b01,
			  DIV_ON = 2'b10,
			  DIV_END = 2'b11;
	always @(posedge clk) begin
		if(rst == 1'b1) begin
			state <= DIV_FREE;
		end else begin
			state <= nstate;
		end
	end
	always @(*) begin
		case(state) 
			DIV_FREE: begin
				if(start_i == 1'b1 && divider_i == 32'b0 && concell_i == 1'b0) begin
					nstate <= DIV_ZERO;
				end else if(start_i == 1'b1 && divider_i != 32'b0 && concell_i == 1'b0) begin
					nstate <= DIV_ON;
				end else begin
					nstate <= DIV_FREE;
				end
			end
			DIV_ZERO: begin
				nstate <= DIV_END;
			end
			DIV_ON: begin
				if(concell_i == 1'b0 && cnt[5] == 1'b0) begin
					nstate <= DIV_ON;
				end else if(concell_i == 1'b0 && cnt[5] == 1'b1) begin
					nstate <= DIV_END;
				end else begin
					nstate <= DIV_FREE;
				end
			end
			DIV_END: begin
				if(start_i == 1'b0) begin
					nstate <= DIV_FREE;
				end
			end
		endcase
	end
	always @(posedge clk) begin
		if(rst == 1'b1) begin
			result_o <= 64'b0;
			success_o <= 1'b0;
		end else begin
			case(state) 
				DIV_FREE: begin
				    if(start_i == 1'b1 && divider_i != 32'b0 && concell_i == 1'b0) begin
                        cnt <= 6'b0;
                        if(signed_i == 1'b1 && dividend_i[31] == 1'b1) begin
                            temp_dividend = ~dividend_i + 1'b1;
                        end else begin
                            temp_dividend = dividend_i;
                        end
                        if(signed_i == 1'b1 && divider_i[31] == 1'b1) begin
                            temp_divider = ~divider_i + 1'b1;
                        end else begin
                            temp_divider = divider_i;
                        end
                        dividend = 65'b0;
                        divider = temp_divider;
                        dividend[32:1] = temp_dividend; 
                    end
					success_o <= 1'b0;
					result_o <= 64'b0; 
				end
				DIV_ZERO: begin
					result_o <= 64'b0;
					success_o <= 1'b0;
				end
				DIV_ON: begin
				    if(concell_i == 1'b0 && cnt[5] == 1'b0) begin
                        if(div_temp[32] == 1'b1) begin
                            dividend <= {dividend[63:0], 1'b0};
                        end else begin
                            dividend <= {div_temp[31:0], dividend[31:0], 1'b1};
                        end
                        cnt <= cnt + 1'b1;
                    end else if(concell_i == 1'b0 && cnt[5] == 1'b1) begin
                        if(signed_i == 1'b1 && dividend_i[31] != divider_i[31]) begin
                            dividend[31:0] <= ~dividend[31:0] + 1'b1;
                        end
                        if(signed_i == 1'b1 && dividend_i[31] ^ dividend[64] == 1'b1) begin
                            dividend[64:33] <= ~dividend[64:33] + 1'b1;
                        end 
                        cnt <= 6'b0;
                    end
					result_o <= 64'b0;
					success_o <= 1'b0;
				end
				DIV_END: begin
					result_o <= {dividend[64:33], dividend[31:0]};
					success_o <= 1'b1;
				end
			endcase	
		end	
	end			
endmodule
==> reports/qor.csv <==
stage,metric,value,unit
run_status,status,completed,
worst_setup_path,startpoint types,input port,
worst_setup_path,RR Startpoint,dividend[33]$_SDFFCE_PN0P_,
logic_synthesis,Post-Syn Area per Cell,8.933,um^2
global_routing,Total Routing Usage GR,17.85,%
floorplanning,die width,191.6,um
power,pwr/cell area,115.8,nW/um^2
flow_run,Log Warnings,25,
logic_synthesis,Compound-Gate Fraction of Synth Area,20.03,%
worst_setup_path,reg-to-reg endpoint,dividend[50]$_SDFFCE_PN0P_,
logic_synthesis,yosys cell count,1207,
cts,# H-tree levels,4,
cells_and_area,layout cell share with drive strength beyond 1,4.898,%
logic_synthesis,top cell type by total area after synthesis,edfxtp_1,
cells_and_area,fin cells,1788,
cells_and_area,Area Overhead vs Synth,22.42,%
cts,postcts setup bufs,0,
logic_synthesis,Post-Synth Simple-Gate Area,20.74,%
worst_setup_path,"Max FO, Critical Path",4,
placed_design,DPL Wire Length,22750,um
worst_setup_path,crit path DRT,10.97,ns
route,Routed Antenna Nets,0,
logic_synthesis,synth warn,1,
power,Power Total,1528,uW
placed_design,dpl cell area,12610,um^2
logic_synthesis,area reported by Yosys stat,10780,um^2
floorplanning,FP Rows,69,
global_routing,pin count of the biggest net entering global routing,65,
route,final wirelength,31500,um
placed_design,I/O Buffers,133,
placed_design,RePlAce Congestion,0.9366,
timing,number of unconstrained endpoints,2,
cts,CTS tree,built,
timing,maximum clock rate,198.5,MHz
worst_setup_path,critical path launch point,dividend_i[3],
cts,Root Buffer,clkbuf_16,
route,vias per cell,5.174,
floorplanning,Core Util at FP,30.39,%
logic_synthesis,distinct cell type count after synthesis,68,
worst_hold_path,class of the worst hold path,flop to flop,
cts,Clock Pin Slew Worst Setup and Hold Paths,0.07,ns
cells_and_area,fillers,3473,
cts,post_cts resized,0,
logic_synthesis,asr flop ratio synth,0,%
cts,TritonCTS buffer count,17,
timing,Worst slew margin,48.31,%
logic_synthesis,Synth mux share,0.09284,%
worst_setup_path,worst path bufs/invs,1,
placed_design,Inst Count DP,1756,
worst_setup_path,CP peak stage delay,0.54,ns
worst_setup_path,Levels on crit path,9,
route,Routed WL per cell,17.62,um
flow_run,Max-Cap Viols,0,
timing,register pins left without a clock,2,
timing,# setup viols final,0,
worst_setup_path,cell family with most CP delay,simple AND/OR/NAND/NOR gates,
logic_synthesis,post-synth tally of flip-flops with integrated enable,103,
cts,clock latency on the worst-skew pair,0.44,ns
timing,fin crit share,46.65,%
global_routing,vias in the first global route,8738,
logic_synthesis,Top logic family,simple AND/OR/NAND/NOR gates,
power,VDD IR max,110.8,uV
global_routing,first-pass GRT wire length,49120,um
power,Leak,0.004669,uW
logic_synthesis,Yosys top cell by instances,nand2_1,
worst_setup_path,R2R depth,11,
logic_synthesis,Synth area leaders,"edfxtp_1 (29%), dfxtp_1 (12%), xnor2_1 (5.7%)",
timing,min Tclk post-route,5.038,ns
logic_synthesis,post-synthesis cell count,1207,
timing,setup TNS,0,ns
worst_setup_path,Crit path arrival time,5.21,ns
global_routing,initial antenna violation count,0,
route,via count,9251,
logic_synthesis,Syn Std Cell Area,10780,um^2
floorplanning,die area,36700,um^2
worst_setup_path,crit-path cells,"clkdlybuf4s50_1, or3_1, or3_1, nor4_1, a21oi_1, a211oi_1, o21ai_0, xnor2_1, o21ai_0",
timing,Max Slew Vio Count,0,
floorplanning,# IOs,134,
timing,RSZ-0062 raised after global routing,no,
timing,"Worst Setup Slack, final",5.762,ns
worst_setup_path,CP Class,input port to flop,
logic_synthesis,"top cells by count, synth","nand2_1 (104), edfxtp_1 (103), nor2_1 (88)",
floorplanning,Core Area,35480,um^2
logic_synthesis,yosys xor share,9.180,%
worst_setup_path,slowest CP cell,nor4_1,
placed_design,Place WS,5.330,ns
logic_synthesis,Max-area cell share,28.69,%
cells_and_area,post-layout instance area,13200,um^2
worst_setup_path,Reg2Reg Setup Slack,6.77,ns
floorplanning,Die Span Y,191.6,um
route,n_diodes,0,
cts,CTS Buffer Depth,2,
global_routing,final global-route overflow total,0,
logic_synthesis,Adder Area Share,4.480,%
cts,Post-CTS Hold Buffers,0,
route,first-pass detailed-route iteration total,5,
timing,clk_skew,0.008370,ns
logic_synthesis,ys flop type,edfxtp_1,
timing,Tightest Pin Transition,0.7754,ns
route,drt drc,0,
logic_synthesis,ys flops,172,
worst_setup_path,CP endpoint kind,flop,
timing,final hold violations,0,
route,First DRT Iteration DRCs,615,
worst_setup_path,crit path to,dividend[31]$_DFFE_PP_,
-- power by group --
part | internal, uW | switching, uW | total, uW
combinational | 80.4 | 103 | 183
sequential | 704 | 14.6 | 719
clock | 346 | 280 | 626
-- metal layers --
metal / wire length (um) / GRT usage, % / vias up
li1: - / - / 4648
met1: 14990 / 27.54 / 4321
met2: 13900 / 26.30 / 253
met3: 2004 / 4.456 / 29
met4: 605 / 3.114 / 0
met5: 0 / 0 / -
-- layout by cell type (no fill, tap or decap), drive strengths merged, types with 5 or more instances in the layout --
cell / count
nand4: 11
clkinv: 5
o2111ai: 11
o31a: 5
nor4: 21
nor3: 36
clkdlybuf4s50: 133
or4: 11
nand2: 104
or3: 23
and3: 15
buf: 15
dfxtp: 67
edfxtp: 103
and2: 62
clkbuf: 18
nor2: 88
o211ai: 44
xnor2: 70
o31ai: 12
a21oi: 70
a21o: 21
nand2b: 10
nor3b: 5
xor2: 43
nor2b: 11
a21boi: 7
a31oi: 12
nand3: 26
o41ai: 9
a211oi: 7
or2: 5
inv: 62
ha: 37
o21ai: 85
-- logic make-up (layout without fill, tap and decap cells) --
family | Yosys count | after routing
simple gates | 437 | 437
compound gates | 329 | 329
flops | 170 | 170
buf+inv | 117 | 237
xor+xnor | 113 | 113
fa+ha+maj | 38 | 38
latches | 2 | 2
mux | 1 | 1
-- sequential cells by signal, indices dropped and copies added, names as in the netlist --
register / count
divider: 32
state: 2
result_o: 64
dividend: 65
nstate: 2
success_o: 1
cnt: 6
-- cell type report --
type	count	area (um^2)	area share [%]
inverters	57	214.0	1.621
multi-input cells	918	5909	44.77
repair buffers	148	1444	10.94
clock buffers	18	429.2	3.251
flip-flops and latches	172	4464	33.82
well taps	461	576.8	4.370
clock inverters	14	161.4	1.223
-- per-stage QoR --
| step | utilization (%) | hold WS (ns) |
|---|---|---|
| after global routing | 37.20 | 0.5922 |
| after detailed placement | 35.53 | 0.5440 |
| after floorplan | - | 0.4801 |
| after CTS | 37.20 | 0.5614 |
| after global placement | 35.53 | 0.5411 |
| final | 37.20 | 0.5552 |
-- worst min-delay path by stage --
stage / from / end / slack (ns) / depth (start not counted)
CTS: dividend[28]$_DFFE_PP_ / result_o[28]$_SDFF_PP0_ / 0.56 / 1
global route: dividend[28]$_DFFE_PP_ / result_o[28]$_SDFF_PP0_ / 0.59 / 1
finish: dividend[28]$_DFFE_PP_ / result_o[28]$_SDFF_PP0_ / 0.56 / 1
Power and IR drop assume default switching activity.
