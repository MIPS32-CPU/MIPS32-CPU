==> flow/design.v <==
module registers(
    input wire clk,
    input wire rst,
    input wire readEnable1_i,
    input wire readEnable2_i,
    input wire[4:0] readAddr1_i,
    input wire[4:0] readAddr2_i,
    input wire writeEnable_i,
    input wire[4:0] writeAddr_i,
    input wire[31:0] writeData_i,
    output reg[31:0] readData1_o,
    output reg[31:0] readData2_o
);
    reg[31:0] register[31:0];
    always @ (posedge clk) begin
        if(rst == 1'b0) begin
            if(writeEnable_i == 1'b1 && writeAddr_i != 5'b0) begin
                register[writeAddr_i] <= writeData_i;
            end
        end
    end
    always @ (*) begin
        if(rst == 1'b1) begin
            readData1_o <= 32'b0;
        end else if(readEnable1_i == 1'b0) begin
            readData1_o <= 32'b0;
        end else if(readAddr1_i == 5'b0) begin
            readData1_o <= 32'b0;
        end else if(readAddr1_i == writeAddr_i && writeEnable_i == 1'b1) begin
        	readData1_o <= writeData_i;
        end else begin
            readData1_o <= register[readAddr1_i];
        end
    end
    always @ (*) begin
		if(rst == 1'b1) begin
			readData2_o <= 32'b0;
		end else if(readEnable2_i == 1'b0) begin
			readData2_o <= 32'b0;
		end else if(readAddr2_i == 5'b0) begin
			readData2_o <= 32'b0;
		end else if(readAddr2_i == writeAddr_i && writeEnable_i == 1'b1) begin
			readData2_o <= writeData_i;
		end else begin
			readData2_o <= register[readAddr2_i];
		end
     end
endmodule            
==> flow/run.sh <==
#!/bin/bash
# OpenROAD 26Q1-2900-gdf79404cd8, Yosys 0.63+post, stock flow scripts
make -C /OpenROAD-flow-scripts/flow DESIGN_CONFIG=/design/flow/config.mk WORK_HOME=/design/flow/orfs finish
==> flow/config.mk <==
export PLATFORM = sky130hd
export DESIGN_NAME = registers
export DESIGN_NICKNAME = registers
export VERILOG_FILES = /design/flow/design.v
export SDC_FILE = /design/flow/constraint.sdc
export NUM_CORES = 4
export LEC_CHECK = 1
export CORE_UTILIZATION = 50
==> flow/constraint.sdc <==
current_design registers

set clk_period 7.1
set clk_io_pct 0.2

create_clock -name clk0 -period $clk_period [get_ports {clk}]

set non_clock_inputs [all_inputs -no_clocks]
set_input_delay [expr $clk_period * $clk_io_pct] -clock clk0 $non_clock_inputs
set_output_delay [expr $clk_period * $clk_io_pct] -clock clk0 [all_outputs]
==> flow_summary_export.csv <==
group,metric,value,unit
yosys,yosys_warnings,1,
route,ant_nets,0,
timing,tightest_slew,0.955,ns
run,cap_violations,0,
hold_path,min_path_type,"in -> reg",
yosys,ff_type,"edfxtp_1",
floorplanning,dieArea,97400,µm²
yosys,yosysUniqueCellTypes,54,
critical_path,crit_required,5.68,ns
global_route,gr-usage-all-layers,35.5,%
floorplanning,fp-row-count,113,
clocking,cts-root-buf,"clkbuf_16",
route,viasPerCell,6.88,
clocking,hold_buffers,0,
global_route,grt_overflow_total,0,
critical_path,crit_family,"simple AND/OR/NAND/NOR gates",
yosys,seq_area_frac_synth,64.0,%
clocking,post_cts_buffers,0,
clocking,cts_tree,"built",
route,wl_per_cell,36.9,µm
yosys,async_flop_share,0,%
timing,fin_crit_sh,91.4,%
clocking,ctsResizeCount,0,
yosys,syn_area,48100,µm²
layout,seq_area,30700,µm²
place,place_congestion,0.941,
global_route,grt_antenna_before_repair,2,
layout,drive_above_1_share,28.5,%
timing,setup_viol,0,
layout,finalNonFillerCells,4080,
timing,maxSlewViolCount,0,
clocking,clkTransAtPathRegs,0.06,ns
critical_path,arrival,5.07,ns
power,p_int,10.3,mW
yosys,edf_count,1024,
route,drc,0,
floorplanning,die_height,312,µm
critical_path,critical_path_class,"in -> out",
clocking,cts_buffers,108,
status,outcome,"finished clean",
layout,regMostFlops,"register",
critical_path,cp_max_fo,16,
global_route,grt_max_degree,73,
critical_path,crit_chain,"clkdlybuf4s50_1, xor2_1, nor4_1, and3_2, a221oi_1, a31oi_1, clkdlybuf4s50_1",
floorplanning,die_w,312,µm
layout,top_regs,"register: 1024 flops",
timing,clock.fmax,154,MHz
yosys,synth_dominant_cell_count,"edfxtp_1",
floorplanning,pin_count,116,
yosys,common_cells,"edfxtp_1, mux4_2, mux2i_1",
power,powerDensity,244,nW/µm²
route,vias,28090,
power,p_sw_share,22.6,%
timing,setup_tns,0,ns
timing,final-hold-violation-count,0,
global_route,grt_pass1_wl,218000,µm
power,power_frac_clock,40.8,%
layout,fillers,6867,
yosys,syn_inst,2540,
run,warning_count,26,
layout,syn_to_final_growth,13.6,%
power,vdd_drop_max,0.196,mV
power,seq_power_share,50.6,%
layout,mi_logic_area,16500,µm²
critical_path,crit_slowest_cell,"and3_2",
power,pwr-share-comb,8.6,%
yosys,yosysChipArea,48100,µm²
critical_path,worstSetupPathDepth,7,
timing,fin_crit,6.49,ns
route,drt_pass1_iterations,7,
yosys,ys_cells,2540,
yosys,syn_area_per_cell,18.9,µm²
power,p_leak,17.4,nW
floorplanning,initial_core_util,50.5,%
clocking,htreeDepth,3,
floorplanning,core_area,95200,µm²
timing,rsz0062_at_grt,"false",
yosys,synth.largest_area_cell,"edfxtp_1",
hold_path,min_path_cells,2,
critical_path,startpoint_type,"input port",
route,drt_wl_total,151000,µm
power,p_total,13.3,mW
yosys,netlist.area_leader.share,64.0,%
layout,largest_reg_flops,1024,
clocking,cts.sinks,1024,
yosys,ys.flops,1024,
global_route,grt_pass1_vias,31880,
critical_path,cpPeakStageDelay,0.84,ns
place,io_buffers,115,
place,post-place-cells,3882,
power,switching_power,3.00,mW
clocking,cts_buffer_depth,3,
critical_path,end_kind,"primary output",
critical_path,crit_buf_inv,2,
route,dr.first_iter.drc_count,2006,
yosys,topCellsByArea,"edfxtp_1, mux4_2, mux2i_1",
place,hpwl,89500,µm
critical_path,crit_top_cell,"clkdlybuf4s50_1",
timing,max_slew_margin,36.2,%
[power groups by stage]
stage                 Clock, mW  Combinational [mW]  Sequential (mW)
final                      5.44                1.14             6.73
after CTS                  5.50                1.14             6.73
after global routing       5.73                1.21             6.74
[routing by layer]
metal / vias up / global-route usage, % / part of all wire (%)
met5: - / 3.43 / 0.30
met2: 2273 / 48.1 / 45
li1: 11364 / - / -
met3: 366 / 30.6 / 20
met4: 10 / 9.28 / 3.6
met1: 14077 / 44.9 / 31
[cell usage in the layout (no fill, tap or decap), types with 21 or more instances in the layout]
cell / instances
a21oi_1: 47
a221o_1: 28
a221oi_1: 31
a22o_1: 23
a22oi_1: 56
a31oi_1: 32
buf_4: 131
clkbuf_1: 22
clkbuf_16: 109
clkdlybuf4s50_1: 107
clkinv_1: 34
conb_1: 32
edfxtp_1: 1024
mux2i_1: 170
mux4_2: 438
nand2_1: 86
nand3_1: 23
nor2_1: 51
nor2_4: 36
nor3_1: 24
o221ai_1: 81
o22ai_1: 21
[cell type report]
cell class                 count  area share, %
sequential                  1024           56.3
multi-input combinational   1323           30.2
clock buffer                 131           5.15
timing repair buffer         257           4.32
tap                         1265           2.90
clock inverter                66           1.02
inverter                      13         0.0893
antenna                        1        0.00458
[cells by family after synthesis]
group / Yosys count / share of synthesized area [%]
buffers and inverters: 224 / 2.56
AND/OR/NAND/NOR: 275 / 2.63
other: 1 / 0.00780
XOR/XNOR: 10 / 0.182
multiplexers: 630 / 24.6
AND-OR/OR-AND: 376 / 6.07
flip-flops: 1024 / 64.0
[worst paths after layout]
| path | startpoint | endpoint | slack [ns] |
|---|---|---|---|
| setup / recovery | writeAddr_i[3] | readData2_o[19] | 0.61 |
| hold / removal | writeData_i[11] | register[0][11]$_DFFE_PP_ | 1.57 |
[through the flow]
step	hold WS, ns	worst slack [ns]	area [µm²]	util [%]
after floorplan	1.52	2.75	48200	-
after global placement	2.25	0.945	51200	53.9
after detailed placement	2.27	0.912	51200	53.9
after CTS	1.54	0.861	54600	57.4
after global routing	1.59	0.534	54600	57.4
final	1.57	0.609	54600	57.4
No activity file was given, so power comes from the tool's default toggle rates.
