--- design.v ---
module MEM(
    input wire clk,
    input wire rst,
    input wire [4:0] writeAddr_i,
    input wire writeEnable_i,
    input wire [1:0] writeHILO_i,
    input wire [31:0] HI_data_i,
    input wire [31:0] LO_data_i,
    input wire [31:0] storeData_i,
    input wire [3:0] ramOp_i,
    input wire success_i,
    input wire [31:0] load_data_i,
    output reg [4:0] writeAddr_o,
    output reg writeEnable_o,
    output reg [1:0] writeHILO_o,
    output reg [31:0] HI_data_o,
    output reg [31:0] LO_data_o,
    output reg [3:0] ramOp_o,
    output reg [31:0] ramAddr_o,
 	output reg [31:0] storeData_o,
    output reg pauseRequest
);
    always @ (*) begin
        if (rst == 1'b1) begin 
            HI_data_o <= 32'b0;
            LO_data_o <= 32'b0;
            writeEnable_o <= 1'b0;
            writeAddr_o <= 5'b0;
            writeHILO_o <= 2'b00;
            ramOp_o <= 4'b0000;
            ramAddr_o <= 32'b0;
            storeData_o <= 32'b0;
            pauseRequest <= 1'b0;
        end else begin
            HI_data_o <= HI_data_i;
            LO_data_o <= LO_data_i;
            writeEnable_o <= writeEnable_i;
            writeAddr_o <= writeAddr_i;
            writeHILO_o <= writeHILO_i;
            ramOp_o <= ramOp_i;
            ramAddr_o <= LO_data_i;
            storeData_o <= storeData_i;
            if(ramOp_i == 4'b0000) begin
            	pauseRequest <= 1'b0;
            end else if(success_i == 1'b0) begin
            	pauseRequest <= 1'b1;
            end	else begin
            	pauseRequest <= 1'b0;
            	LO_data_o <= load_data_i;
            end
        end
    end
endmodule
--- run.sh ---
#!/bin/bash
# OpenROAD 26Q1-2900-gdf79404cd8, Yosys 0.63+post, stock flow scripts
make -C /OpenROAD-flow-scripts/flow DESIGN_CONFIG=/design/flow/config.mk WORK_HOME=/design/flow/orfs finish
--- config.mk ---
export PLATFORM = sky130hd
export DESIGN_NAME = MEM
export DESIGN_NICKNAME = MEM
export VERILOG_FILES = /design/flow/design.v
export SDC_FILE = /design/flow/constraint.sdc
export NUM_CORES = 4
export LEC_CHECK = 1
export CORE_AREA = 10 10 117 117
export DIE_AREA = 0 0 127 127
--- constraint.sdc ---
current_design MEM

set clk_period 5.6
set clk_io_pct 0.2

create_clock -name clk0 -period $clk_period

set non_clock_inputs [all_inputs -no_clocks]
set_input_delay [expr $clk_period * $clk_io_pct] -clock clk0 $non_clock_inputs
set_output_delay [expr $clk_period * $clk_io_pct] -clock clk0 [all_outputs]
==> metrics.yaml <==
status: "completed"
fillers: 1120
synth_cell_types: 10
clkbuf_count: 0
ys_sh_simple: 0.6039
grt_pass1_wl_mm: 14.77
wl_per_cell_um: 16.52
antenna-diode-count: 0
min_path_type: "primary input to primary output"
die-width_um: 127
arrival_ns: 3.21
slew_headroom: 0.5555
yosysMostFrequentCell: "nor2b_1"
synth_top_cell_by_area: "nor2b_1"
grtUsageTotal: 0.1127
post-dp-hpwl_mm: 9.009
io_pins: 284
tns_ns: 0
rsz0062_at_grt: "false"
xor_area_frac: 0
swShare: 0.2279
fp.dieH_um: 127
min_from: "HI_data_i[16]"
flop_area_um2: 0
area_leaders: "nor2b_1 55%, mux2_4 30%, and2b_1 4.5%"
viasPerCell: 3.772
finalMaxSlewViolations: 0
flops: 0
finalClockPeriodUsage: 0.7741
top_cells_by_count: "131 x nor2b_1, 30 x mux2_4, 11 x clkbuf_1"
highest_layer: "met4"
wl_mm: 9.980
end_kind: "primary output"
start_kind: "primary input"
mux_area_frac: 0.3179
vdd_ir_drop_max_v: 0.00003334
final_util: 0.3908
p_sw_mw: 0.06802
cts_resized: 0
power.share.clock: 0
first_iter_violations: 46
period_needed_ns: 4.335
ys_cells: 193
antenna_found_initial: 0
seq_power_share: 0
num_rows: 39
max_cap_violations: 0
dp_slack_ns: 1.246
wl_met1_mm: 3.415
place.gp.congestion: 0.8710
setup_ws_ns: 1.265
powerDensity_mw_per_mm2: 67.45
fmaxAchievable_ghz: 0.2307
wl_met2_mm: 4.910
logic_area_mm2: 0.001393
combPwrFrac: 1.000
syn2layout_area_growth_pct: 197.4
power_leakage_nw: 1.678
adder_share: 0
warning_count: 33
grt_pass1_vias: 2521
ys_sh_aoi: 0.01430
dieArea_mm2: 0.01613
drt_first_pass_iters: 4
grt_max_degree: 70
top_area_frac: 0.5509
tightest_slew_ns: 0.6667
route.detailed.drc: 0
ys_seq_share: 0
crit_fanout: 32
critical_path_required_ns: 4.48
gr-total-overflow: 0
drive_gt1_frac: 0.08026
floorplan.core_util: 0.1314
holdPathStages: 3
wl_met3_mm: 1.621
min_to: "HI_data_o[16]"
port_buffers: 283
timing_worst_setup_path_type: "primary input to primary output"
syn_area_mm2: 0.001488
num_vias: 2278
syn_avg_cell_area_um2: 7.708
power.internal_mw: 0.2304
post-cts-setup-buffer-count: 0
ys_warn_count: 1
top_logic_kind: "simple AND/OR/NAND/NOR gates"
ant_nets: 0
hold_viol_final: 0
finalSetupViolCount: 0
core-area_mm2: 0.01132
postCtsHoldBufs: 0
synth_cells: 193
yosys-stat-area_mm2: 0.001488
## kinds of logic after synthesis
logic type	Yosys count
compound gates	1
buf+inv	18
mux	32
simple gates	142
## metal layers
metal | vias to the layer above | GRT usage
li1 | 1142 | -
met3 | 2 | 0.07260
met1 | 971 | 0.1117
met5 | - | 0
met2 | 163 | 0.2035
met4 | 0 | 0.003349
## per-stage QoR
stage | hold WS (ns) | area [µm²] | power [mW] | instances
after detailed placement | 3.152 | 4424 | 0.3046 | 604
after CTS | 3.152 | 4424 | 0.3060 | 604
after floorplan | 2.257 | 1488 | 0.07886 | 193
after global placement | 3.153 | 4424 | 0.3037 | 604
after global routing | 3.170 | 4424 | 0.3242 | 604
final | 3.145 | 4424 | 0.2984 | 604
## cell usage in the layout, fill, tap and decap left out
| cell type | instances |
|---|---|
| and2b_1 | 9 |
| buf_4 | 4 |
| clkdlybuf4s50_1 | 282 |
| mux2_2 | 2 |
| mux2_4 | 30 |
| nor2b_1 | 131 |
| nor3_1 | 1 |
| nor4_1 | 1 |
| o41a_4 | 1 |
## worst max-delay path by stage
stage / from / to
6_report: ramOp_i[0] / LO_data_o[9]
5_1_grt: ramOp_i[0] / LO_data_o[7]
4_1_cts: ramOp_i[0] / LO_data_o[27]
## critical path, cell delays in order
cell and delay, ns:
clkdlybuf4s50_1 0.46, o41a_4 0.77, mux2_4 0.39, clkdlybuf4s50_1 0.44
## final cells by class
type               count  share of cell area
multi-input cells    175              0.3148
repair buffers       286              0.6448
well taps            143             0.04044
## power by group through the flow
stage	Combinational (mW)	Sequential (mW)	Clock, mW
6_report	0.298	0	0
5_1_grt	0.324	0	0
4_1_cts	0.306	0	0
Power and IR drop assume default switching activity.
